==> design.v <==
module Registers #(parameter ADDR = 5, SIZE = 32, NUM = 1 << ADDR) (
    input [ADDR:1] ra1,
    input [ADDR:1] ra2,
    input [ADDR:1] wa,
    input [ADDR:1] addr,
    input [SIZE:1] wd,
    input we,
    input clk,
    input rst,
    output [SIZE:1] reg_data,
    output [SIZE:1] rd1,
    output [SIZE:1] rd2
);
    reg [SIZE:1] regs [NUM-1:0];
    integer i;
    always @ (posedge rst, posedge clk)
    begin
    if (rst)
        for (i = 0; i < NUM; i = i + 1) begin
            regs[i] <= 0;
        end
     else if (we) begin
        regs[wa] <= wd;
     end
    end
    assign reg_data = regs[addr];
    assign rd1 = regs[ra1];
    assign rd2 = regs[ra2];
endmodule 
==> run.sh <==
#!/bin/bash
# OpenROAD 26Q1-2900-gdf79404cd8, Yosys 0.63+post, stock flow scripts
make -C /OpenROAD-flow-scripts/flow DESIGN_CONFIG=/design/flow/config.mk WORK_HOME=/design/flow/orfs finish
==> config.mk <==
export PLATFORM = sky130hd
export DESIGN_NAME = Registers
export DESIGN_NICKNAME = Registers
export VERILOG_FILES = /design/flow/design.v
export SDC_FILE = /design/flow/constraint.sdc
export NUM_CORES = 4
export LEC_CHECK = 1
export CORE_UTILIZATION = 40
==> constraint.sdc <==
current_design Registers

set clk_period 8.2
set clk_io_pct 0.2

create_clock -name clk0 -period $clk_period [get_ports {clk}]

set non_clock_inputs [all_inputs -no_clocks]
set_input_delay [expr $clk_period * $clk_io_pct] -clock clk0 $non_clock_inputs
set_output_delay [expr $clk_period * $clk_io_pct] -clock clk0 [all_outputs]
==> flow_summary_export.csv <==
group,metric,value,unit
min_path,timing.hold.worst_endpoint,"regs[30][24]",
min_path,hp-start,"regs[30][24]",
floorplanning,placement_rows,139,
layout,post_route_cells_drive_above_1_share,0.324,
clock_tree,cts_hold_buffers,0,
critical_path,worstPathRequired,6.56,ns
yosys,simple_gate_share,0.0928,
pwr,powerDensity,237,nW/µm²
pwr,power.leakage,0.0287,µW
layout,layout.cell_area.non_filler,68500,µm²
clock_tree,clock_tree_buffer_depth,3,
grt,globalRouteOverflowTotal,0,
clock_tree,clk_pin_slew,0.06,ns
critical_path,reg2reg_setup_slack,7.06,ns
yosys,async_flop_share,1.00,
placement,port_buffers,150,
run,max_cap_violations,1,
layout,reg_top3,"regs (1024)",
yosys,xor_share,0,
drt,drt-total-wl,436,mm
floorplanning,num_io_pins,151,
clock_tree,root_buf_cell,"sky130_fd_sc_hd__clkbuf_16",
layout,layout.core_utilization,0.477,
yosys,ys_types,75,
placement,gp_congestion,1.17,
grt,grt.total_usage,0.611,
pwr,power.total,16300,µW
layout,layout.cells.most_common,"sky130_fd_sc_hd__a22oi_1",
critical_path,critical_path.max_fanout,14,
yosys,ff_type,"sky130_fd_sc_hd__dfrtp_1",
placement,dp_worst_setup_slack,0.838,ns
drt,routed_via_density,8.19,
timing,hold_violations,0,
timing,layout_worst_path_cycle_share,0.935,
floorplanning,floorplan.core_util,0.404,
critical_path,reg2reg_from,"regs[24][3]",
clock_tree,count_of_h_tree_levels_built_during_cts,3,
grt,global_route_wire_length_before_repair,567,mm
clock_tree,worstSkewPairLatency,0.77,ns
yosys,edf_count,0,
critical_path,crit_arrival,6.03,ns
grt,grt_start_max_net_pins,122,
critical_path,cp-end-kind,"output port",
layout,area_growth_syn_to_fin,18.1,%
drt,routed-via-count,62600,
run_status,status,"finished, violations left",
placement,detailed_place.area,64100,µm²
yosys,synthesis.instances,5419,
yosys,synth-adder-area-share,0,
clock_tree,tritoncts,"yes",
critical_path,timing.critical_path.from_type,"primary input",
timing,drv_slew,15,
yosys,synth.ff_latch_count,1024,
floorplanning,core_area,144000,µm²
critical_path,critical_path_class,"primary input to output port",
timing,fmax,130,MHz
yosys,synth.yosys.chip_area,58000,µm²
clock_tree,cts_buffers,117,
min_path,cell_depth_of_the_worst_hold_path,1,
grt,number_of_global_route_vias_before_repair,58500,
yosys,synth-compound-area-share,0.210,
drt,first_drt_iteration_drcs,9791,
clock_tree,post_cts_buffers,0,
run,warnings,52,
drt,drt_pass1_iterations,26,
timing,final.min_clock_period,7.67,ns
timing,clock_skew,0,ns
grt,grt_antenna_before_repair,51,
placement,place_hpwl,283,mm
clock_tree,cts_num_sinks,1024,
floorplanning,die_width,383,µm
drt,drt_drc_violations_left,0,
yosys,ys_warn_count,2,
timing,setup_repair_after_global_routing_missed_its_margin,"no",
timing,setup_ws,0.533,ns
yosys,top_logic_kind,"multiplexers",
layout,largest_register_ff_count,1024,
timing,worst-slew-pin-transition,1.65,ns
clock_tree,post_cts_resize_count,0,
yosys,synth_sequential_area_ratio,0.442,
drt,avgRoutedWirePerCell,57.0,µm
yosys,muxShareOfSynthArea,0.213,
critical_path,critical_path.reg2reg.endpoint,"regs[24][3]",
drt,drt.antenna.violating_nets,0,
floorplanning,chip_area,147000,µm²
timing,setup_violations,0,
pwr,peakVddDrop,256,µV
critical_path,reg2regPathDepth,1,
layout,top_register_by_number_of_flip_flops,"regs",
min_path,min_path_type,"register to register",
yosys,syn_area,58000,µm²
floorplanning,die-height,383,µm
layout,most_frequent_cells_in_the_layout,"1137 x sky130_fd_sc_hd__a22oi_1, 1043 x sky130_fd_sc_hd__mux2_2, 1024 x sky130_fd_sc_hd__dfrtp_1, 379 x sky130_fd_sc_hd__buf_4, 305 x sky130_fd_sc_hd__nand2_1",
yosys,post_synth.cell_area_avg,10.7,µm²
timing,relSlewSlack,-0.103,
yosys,cell_count_in_the_yosys_report,5419,
run_status,violated_checks,"capacitance limit, slew limit",
-- routing by layer --
layer,vias to the layer above,GRT usage,wire [µm]
met1,31300,0.736,151000
met5,-,0.0618,1180
li1,21600,-,-
met3,2610,0.440,78200
met4,66,0.449,43800
met2,6986,0.740,162000
-- how the worst max path moves through the flow --
stage,slack (ns),end,cells past startpoint,from
4_1_cts,0.82,rd2[32],10,ra2[3]
5_1_grt,0.71,rd2[32],10,ra2[3]
6_report,0.53,rd2[2],9,ra2[4]
-- cells in the mapped netlist, types with 40 or more instances --
| cell type | n | area share |
|---|---|---|
| sky130_fd_sc_hd__a22oi_1 | 1137 | 0.15 |
| sky130_fd_sc_hd__mux2_2 | 1043 | 0.20 |
| sky130_fd_sc_hd__nor2_1 | 240 | 0.016 |
| sky130_fd_sc_hd__a21oi_1 | 122 | 0.011 |
| sky130_fd_sc_hd__mux2i_1 | 49 | 0.0085 |
| sky130_fd_sc_hd__o21ai_0 | 53 | 0.0046 |
| sky130_fd_sc_hd__nand4_1 | 157 | 0.017 |
| sky130_fd_sc_hd__buf_2 | 211 | 0.018 |
| sky130_fd_sc_hd__clkbuf_1 | 272 | 0.018 |
| sky130_fd_sc_hd__buf_1 | 43 | 0.0028 |
| sky130_fd_sc_hd__nand2_1 | 317 | 0.021 |
| sky130_fd_sc_hd__nor4_1 | 47 | 0.0051 |
| sky130_fd_sc_hd__a22o_1 | 68 | 0.010 |
| sky130_fd_sc_hd__nand3_1 | 73 | 0.0063 |
| sky130_fd_sc_hd__nor3_1 | 108 | 0.0093 |
| sky130_fd_sc_hd__a221oi_1 | 40 | 0.0060 |
| sky130_fd_sc_hd__dfrtp_1 | 1024 | 0.44 |
-- area by class of cell --
cell class,instances,area (µm²)
Antenna cell,70,175
Multi-Input combinational cell,3832,30700
Sequential cell,1024,25600
Timing Repair Buffer,578,5310
Inverter,20,78.8
Clock buffer,155,3390
Clock inverter,65,812
Tap cell,1903,2380
Fill cell,13200,75200
-- report_power, final --
group	internal (µW)	switching, µW	total [µW]
logic	1300	1420	2730
clock network	3400	2400	5800
registers	6020	1700	7720
total	10700	5520	16300
-- per-stage QoR --
| step | hold WS, ns | cells | TNS (ns) |
|---|---|---|---|
| floorplan | 0.503 | 5419 | -7735.23 |
| global placement | 0.526 | 7357 | 0 |
| detailed placement | 0.549 | 7357 | 0 |
| CTS | 0.561 | 7577 | 0 |
| global route | 0.581 | 7584 | 0 |
| finish | 0.569 | 7647 | 0 |
-- logic make-up (layout without fill, tap and decap cells) --
logic type      count (synthesis)  in the layout
compound gates               1636           1636
mux                          1101           1101
simple gates                 1095           1095
flops                        1024           1024
buf+inv                       563            818
other cells                     0             70
-- critical path: stages --
cell,delay (ns)
sky130_fd_sc_hd__clkdlybuf4s50_1,1.02
sky130_fd_sc_hd__or3b_2,0.65
sky130_fd_sc_hd__nor2_4,0.84
sky130_fd_sc_hd__buf_4,0.50
sky130_fd_sc_hd__a22oi_1,0.16
sky130_fd_sc_hd__nand4_1,0.11
sky130_fd_sc_hd__nor2_1,0.06
sky130_fd_sc_hd__a21oi_1,0.39
sky130_fd_sc_hd__clkdlybuf4s50_1,0.56
No activity file was given, so power comes from the tool's default toggle rates.
