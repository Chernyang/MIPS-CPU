==> ./design.v <==
module DDU(
    input cont,
    input step,
    input mem,  
    input inc,  
    input dec,  
    input clk,
    input rst,  
    input clk1,
    input [7:0] pc,
    input [31:0] mem_data,  
    input [31:0] reg_data,  
    output reg run,
    output [7:0] addr,  
    output [15:0] led,   
    output reg [7:0] an,  
    output reg [7:0] seg  
);
    reg [7:0] reg_file [7:0];
    wire [31:0] data;
    reg [7:0] addri, addrd;
    integer m;
    reg [7:0] N0 = 8'b1100_0000, N1 = 8'b1111_1001, N2 = 8'b1010_0100, N3 = 8'b1011_0000, N4 = 8'b1001_1001,
        N5 = 8'b1001_0010, N6 = 8'b1000_0010, N7 = 8'b1111_1000, N8 = 8'b1000_0000, N9 = 8'b1001_0000,
        Na = 8'b1000_1000, Nb = 8'b1000_0011, Nc = 8'b1100_0110, Nd = 8'b1010_0001, Ne = 8'b1000_0100,
        Nf = 8'b1000_1110;
    assign led = {addr, pc};
    assign data = mem ? mem_data : reg_data;
    reg [26:0] counter_run;
    always @ (posedge clk1)
    begin
        if(cont == 1'b1)
            run <= 1'b1;
        else begin
            if(step == 1'b1) begin
                if(counter_run <= 27'd10) begin
                    run <= 1'b0;
                    counter_run <= counter_run + 27'd1;
                end else begin
                    run <= 1'b1;         
                    counter_run <= 27'd0;
                end
            end else
                run <= 1'b0;
        end
    end
    always @ (posedge dec, posedge rst)
    begin
        if (rst)
            addrd <= 0;
        else if (dec)
            addrd <= addrd + 1;
    end
    always @ (posedge inc, posedge rst)
    begin
        if (rst)
            addri <= 0;
        else if (inc) begin
            if (mem) begin
                if (addri == 255)
                    addri <= 255;
                else
                    addri <= addri + 1;
            end
            else
                addri <= addri + 1; 
        end  
    end
    assign addr = addri - addrd;
    always @ (data)
    begin
        case (data[31:28])
            4'h0: reg_file[7] = N0;
            4'h1: reg_file[7] = N1;
            4'h2: reg_file[7] = N2;
            4'h3: reg_file[7] = N3;
            4'h4: reg_file[7] = N4;
            4'h5: reg_file[7] = N5;
            4'h6: reg_file[7] = N6;
            4'h7: reg_file[7] = N7;
            4'h8: reg_file[7] = N8;
            4'h9: reg_file[7] = N9;
            4'ha: reg_file[7] = Na;
            4'hb: reg_file[7] = Nb;
            4'hc: reg_file[7] = Nc;
            4'hd: reg_file[7] = Nd;
            4'he: reg_file[7] = Ne;
            4'hf: reg_file[7] = Nf;
            default: reg_file[7] = 8'b1111_1111;
        endcase
        case (data[27:24])
            4'h0: reg_file[6] = N0;
            4'h1: reg_file[6] = N1;
            4'h2: reg_file[6] = N2;
            4'h3: reg_file[6] = N3;
            4'h4: reg_file[6] = N4;
            4'h5: reg_file[6] = N5;
            4'h6: reg_file[6] = N6;
            4'h7: reg_file[6] = N7;
            4'h8: reg_file[6] = N8;
            4'h9: reg_file[6] = N9;
            4'ha: reg_file[6] = Na;
            4'hb: reg_file[6] = Nb;
            4'hc: reg_file[6] = Nc;
            4'hd: reg_file[6] = Nd;
            4'he: reg_file[6] = Ne;
            4'hf: reg_file[6] = Nf;
            default: reg_file[6] = 8'b1111_1111;
        endcase
        case (data[23:20])
            4'h0: reg_file[5] = N0;
            4'h1: reg_file[5] = N1;
            4'h2: reg_file[5] = N2;
            4'h3: reg_file[5] = N3;
            4'h4: reg_file[5] = N4;
            4'h5: reg_file[5] = N5;
            4'h6: reg_file[5] = N6;
            4'h7: reg_file[5] = N7;
            4'h8: reg_file[5] = N8;
            4'h9: reg_file[5] = N9;
            4'ha: reg_file[5] = Na;
            4'hb: reg_file[5] = Nb;
            4'hc: reg_file[5] = Nc;
            4'hd: reg_file[5] = Nd;
            4'he: reg_file[5] = Ne;
            4'hf: reg_file[5] = Nf;
            default: reg_file[5] = 8'b1111_1111;
        endcase      
        case (data[19:16])
            4'h0: reg_file[4] = N0;
            4'h1: reg_file[4] = N1;
            4'h2: reg_file[4] = N2;
            4'h3: reg_file[4] = N3;
            4'h4: reg_file[4] = N4;
            4'h5: reg_file[4] = N5;
            4'h6: reg_file[4] = N6;
            4'h7: reg_file[4] = N7;
            4'h8: reg_file[4] = N8;
            4'h9: reg_file[4] = N9;
            4'ha: reg_file[4] = Na;
            4'hb: reg_file[4] = Nb;
            4'hc: reg_file[4] = Nc;
            4'hd: reg_file[4] = Nd;
            4'he: reg_file[4] = Ne;
            4'hf: reg_file[4] = Nf;
            default: reg_file[4] = 8'b1111_1111;
        endcase  
        case (data[15:12])
            4'h0: reg_file[3] = N0;
            4'h1: reg_file[3] = N1;
            4'h2: reg_file[3] = N2;
            4'h3: reg_file[3] = N3;
            4'h4: reg_file[3] = N4;
            4'h5: reg_file[3] = N5;
            4'h6: reg_file[3] = N6;
            4'h7: reg_file[3] = N7;
            4'h8: reg_file[3] = N8;
            4'h9: reg_file[3] = N9;
            4'ha: reg_file[3] = Na;
            4'hb: reg_file[3] = Nb;
            4'hc: reg_file[3] = Nc;
            4'hd: reg_file[3] = Nd;
            4'he: reg_file[3] = Ne;
            4'hf: reg_file[3] = Nf;
            default: reg_file[3] = 8'b1111_1111;
        endcase   
        case (data[11:8])
            4'h0: reg_file[2] = N0;
            4'h1: reg_file[2] = N1;
            4'h2: reg_file[2] = N2;
            4'h3: reg_file[2] = N3;
            4'h4: reg_file[2] = N4;
            4'h5: reg_file[2] = N5;
            4'h6: reg_file[2] = N6;
            4'h7: reg_file[2] = N7;
            4'h8: reg_file[2] = N8;
            4'h9: reg_file[2] = N9;
            4'ha: reg_file[2] = Na;
            4'hb: reg_file[2] = Nb;
            4'hc: reg_file[2] = Nc;
            4'hd: reg_file[2] = Nd;
            4'he: reg_file[2] = Ne;
            4'hf: reg_file[2] = Nf;
            default: reg_file[2] = 8'b1111_1111;
        endcase 
        case (data[7:4])
            4'h0: reg_file[1] = N0;
            4'h1: reg_file[1] = N1;
            4'h2: reg_file[1] = N2;
            4'h3: reg_file[1] = N3;
            4'h4: reg_file[1] = N4;
            4'h5: reg_file[1] = N5;
            4'h6: reg_file[1] = N6;
            4'h7: reg_file[1] = N7;
            4'h8: reg_file[1] = N8;
            4'h9: reg_file[1] = N9;
            4'ha: reg_file[1] = Na;
            4'hb: reg_file[1] = Nb;
            4'hc: reg_file[1] = Nc;
            4'hd: reg_file[1] = Nd;
            4'he: reg_file[1] = Ne;
            4'hf: reg_file[1] = Nf;
            default: reg_file[1] = 8'b1111_1111;               
        endcase  
        case (data[3:0])
            4'h0: reg_file[0] = N0;
            4'h1: reg_file[0] = N1;
            4'h2: reg_file[0] = N2;
            4'h3: reg_file[0] = N3;
            4'h4: reg_file[0] = N4;
            4'h5: reg_file[0] = N5;
            4'h6: reg_file[0] = N6;
            4'h7: reg_file[0] = N7;
            4'h8: reg_file[0] = N8;
            4'h9: reg_file[0] = N9;
            4'ha: reg_file[0] = Na;
            4'hb: reg_file[0] = Nb;
            4'hc: reg_file[0] = Nc;
            4'hd: reg_file[0] = Nd;
            4'he: reg_file[0] = Ne;
            4'hf: reg_file[0] = Nf;
            default: reg_file[0] = 8'b1111_1111;               
        endcase           
    end
    always @ (posedge clk)
    begin
        if (m < 100_000)
            m <= m + 1;
        else begin
            m <= 0;
            if (an[7]) begin
                an <= {an[6:0], 1'b1};
            end
            else
                an <= 8'b1111_1110;
        end
        case (an)
            8'b1111_1110: begin
                seg <= reg_file[0];
            end
            8'b1111_1101: begin
                seg <= reg_file[1];
            end
            8'b1111_1011: begin
                seg <= reg_file[2];
            end
            8'b1111_0111: begin
               seg <= reg_file[3];
            end
            8'b1110_1111: begin
               seg <= reg_file[4];
           end
            8'b1101_1111: begin
                seg <= reg_file[5];
            end
            8'b1011_1111: begin
                seg <= reg_file[6];
            end
            8'b0111_1111: begin
                seg <= reg_file[7];
            end  
            default: begin
                seg <= 8'b1111_1111;
            end                                                                      
        endcase        
    end    
endmodule  
==> ./run.sh <==
#!/bin/bash
# OpenROAD 26Q1-2900-gdf79404cd8, Yosys 0.63+post, stock flow scripts
make -C /OpenROAD-flow-scripts/flow DESIGN_CONFIG=/design/flow/config.mk WORK_HOME=/design/flow/orfs finish
==> ./config.mk <==
export PLATFORM = sky130hd
export DESIGN_NAME = DDU
export DESIGN_NICKNAME = DDU
export VERILOG_FILES = /design/flow/design.v
export SDC_FILE = /design/flow/constraint.sdc
export NUM_CORES = 4
export LEC_CHECK = 1
export CORE_UTILIZATION = 30
==> ./constraint.sdc <==
current_design DDU

set clk_period 3.7
set clk_io_pct 0.2

create_clock -name clk0 -period $clk_period [get_ports {clk}]
create_clock -name clk1 -period $clk_period [get_ports {clk1}]
create_clock -name clk2 -period $clk_period [get_ports {dec}]
create_clock -name clk3 -period $clk_period [get_ports {inc}]

set non_clock_inputs [all_inputs -no_clocks]
set_input_delay [expr $clk_period * $clk_io_pct] -clock clk0 $non_clock_inputs
set_output_delay [expr $clk_period * $clk_io_pct] -clock clk0 [all_outputs]
==> impl_metrics.yaml <==
# physical design summary
status:
  outcome: "finished clean"
drt:
  vias_per_cell: 5.07
  drtIter0Drc: 262
  antenna_left: 0
  wl_per_cell_microns: 14.2
  vias: 5545
  drcViolationCount: 0
  wirelength_mm: 15.5
  first_pass_iters: 5
layout:
  layout.cells.non_filler: 1093
  fin_area_sq_um: 7990
  final_core_util_pct: 39.1
  drive_gt1_share_pct: 9.25
  syn2layout_area_growth_pct: 26.4
synth:
  adder_share_pct: 3.32
  syn_area_sq_um: 6320
  logic_family: "simple AND/OR/NAND/NOR gates"
  synth_flops: 91
  synth_seq_share_pct: 35.6
  synthMuxAreaShare_pct: 10.8
  ys_types: 75
  synthCells: 714
  async_flop_share_pct: 17.6
  yosysWarningCount: 2
  ys_area_sq_um: 6320
  synth-main-ff-cell: "dfxtp_1"
  edf_count: 35
  ys_sh_xor_pct: 7.48
  ys_cells: 714
  syn-mean-instance-area_sq_um: 8.85
  aoi_share_pct: 15.7
  synth-simple-area-share_pct: 21.6
floorplanning:
  ios: 121
  die_x_microns: 147
  fp_util_pct: 30.9
  die_h_microns: 147
  die-area_sq_um: 21700
  core_area_sq_um: 20400
  rows: 52
sta:
  setup_ws_ns: 0.418
  max_slew_margin_pct: 50.7
  finClkSkew_ns: 0.00943
  tightest_slew_ns: 0.719
  tns_ns: 0
  rsz0062_at_grt: "no"
  slew_violations: 0
  setup_viol: 0
  holdWs_ns: 0.451
  finalHoldViolCount: 0
worst_setup_path:
  critPathLaunchType: "register"
  worstSetupPathType: "reg -> out"
  worst-path-max-fanout: 4
  crit_chain: "inv_1 -> ha_1 -> nor2b_1 -> o21ai_0 -> a21boi_0 -> o21ai_0 -> nor2b_1 -> xnor2_1 -> clkdlybuf4s50_1"
  slowest_stage: "clkdlybuf4s50_1"
  worst_setup_path_end_kind: "output pin"
  max_stage_delay_ns: 0.49
  crit_required_ns: 2.96
  critical_path_arrival_ns: 2.54
placed_design:
  io_buffers: 100
  place_inst: 1074
  pre_cts_ws_ns: 0.509
  dp_hpwl_mm: 11.9
  dpl_cell_area_sq_um: 7580
  place.gp.congestion: 0.913
power:
  power_frac_comb_pct: 17.9
  p_seq_share_pct: 40.1
  switching_power_mw: 0.636
  power_frac_clock_pct: 41.9
  powerDensity_nw_per_um2: 339
  power_leakage_nw: 2.96
  power_mw: 2.71
  p_int_mw: 2.07
  switching_share_pct: 23.5
  irDropWorstVdd_uv: 365
global_route:
  grt_max_degree: 42
  grt_usage_pct: 14.8
  grt_pass1_vias: 5125
  antenna_found_initial: 2
  grt_pass1_wl_mm: 25.3
  grt_overflow: 0
cts:
  ctsResizeCount: 0
  clkTransAtPathRegs_ns: 0.07
  cts_tree: "done"
  cts_setup_buffers: 0
  cts.sinks: 91
  cts-hold-fix-buffers: 0
min_path:
  hp-class: "reg -> reg"
flow_run:
  warning_count: 27
  drv_cap: 0
==> power by group through the flow <==
stage / combinational (mW) / clock [mW] / sequential [mW]
after CTS: 0.485 / 1.16 / 1.09
after global routing: 0.537 / 1.20 / 1.09
final: 0.485 / 1.14 / 1.09
==> cell usage in the layout (no fill, tap or decap), types with 24 or more instances in the layout <==
cell and n:
clkdlybuf4s50_1 99, xnor2_1 27, nor2_1 74, mux2i_1 25, nor3_1 33, mux2_2 29, nand3_1 40, xor2_1 27
edfxtp_1 35, nand2_1 54, dfxtp_1 40, conb_1 24, a21oi_1 48, o21ai_0 30
==> cell usage after synthesis (all sizes together) (3+ instances only) <==
cell type / number / area share (%)
buf: 31 / 3.6
and3: 6 / 0.61
maj3: 4 / 0.63
nand4: 16 / 1.7
nor3: 33 / 2.6
o211ai: 4 / 0.47
ha: 12 / 2.4
a211o: 4 / 0.55
mux2i: 31 / 5.7
a21oi: 49 / 3.9
dfrtp: 16 / 6.3
nand3: 40 / 3.2
a2111oi: 5 / 0.69
a22oi: 4 / 0.47
or4: 5 / 0.59
and4: 4 / 0.59
o21ai: 31 / 2.5
edfxtp: 35 / 17
inv: 19 / 1.1
a21o: 3 / 0.36
nor4: 17 / 1.8
o311ai: 3 / 0.42
nor2b: 6 / 0.59
a211oi: 9 / 1.1
nor2: 74 / 4.4
and2: 4 / 0.40
a31oi: 9 / 0.89
nand2b: 6 / 0.59
mux2: 29 / 5.2
nand2: 55 / 3.3
clkbuf: 10 / 0.59
o2bb2ai: 4 / 0.55
xnor2: 27 / 3.7
dfxtp: 40 / 13
o22ai: 9 / 0.89
xor2: 27 / 3.7
==> per-layer routing <==
layer	share of wire (%)	vias up	wire (microns)	global-route usage (%)
met3	6.6	21	1030	4.31
li1	-	2826	-	-
met4	1.3	2	195	2.22
met1	46	2572	7140	20.9
met5	0.090	-	14	0
met2	46	124	7100	23.2
==> flip-flops by register name (all words and copies together) (netlist names) <==
register     cells
seg              7
m               32
addri            8
an               8
addrd            8
counter_run     27
run              1
==> worst paths after layout <==
path	from	end	slack [ns]	depth (start not counted)
setup / recovery	addrd[1]$_DFF_PP0_	led[13]	0.42	9
hold / removal	m[31]$_SDFF_PN0_	m[31]$_SDFF_PN0_	0.45	2
setup reg to reg	an[7]$_SDFFCE_PN1N_	seg[0]$_DFF_P_	1.06	6
hold reg to reg	m[31]$_SDFF_PN0_	m[31]$_SDFF_PN0_	0.45	2
max in group clk1	step	counter_run[14]$_SDFFCE_PN0P_	1.97	3
max in group clk3	mem	addri[1]$_DFF_PP0_	2.20	4
max in group clk2	addrd[1]$_DFF_PP0_	addrd[7]$_DFF_PP0_	2.36	4
min in group clk2	addrd[7]$_DFF_PP0_	addrd[7]$_DFF_PP0_	0.49	1
min in group clk3	addri[0]$_DFF_PP0_	addri[0]$_DFF_PP0_	0.50	1
min in group clk1	counter_run[0]$_SDFFCE_PN0P_	counter_run[0]$_SDFFCE_PN0P_	0.62	1
==> critical path, delay by kind of cell (launching register included) <==
kind | cells | cell delay (ns)
buffers and inverters | 2 | 0.58
AOI/OAI and AO/OA | 3 | 0.57
DFF | 1 | 0.42
and+or+nand+nor | 2 | 0.32
adders and majority gates | 1 | 0.27
xor gates and xnor gates | 1 | 0.15
==> cell families after synthesis <==
logic type,count (synthesis)
adders and majority gates,17
DFF,91
and+or+nand+nor,275
other,2
xor gates and xnor gates,54
AOI/OAI and AO/OA,155
buffers and inverters,60
muxes,60
==> final cells by class <==
cell class | instances | area, sq um
fillers | 2048 | 12400
multi-input cells | 585 | 3830
flip-flops and latches | 91 | 2250
repair buffers | 109 | 1090
clock buffers | 15 | 364
well taps | 270 | 338
inverters | 19 | 71.3
clock inverters | 3 | 45.0
diodes | 1 | 2.50
Power is estimated from default activity; no workload was simulated.
