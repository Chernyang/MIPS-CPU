<file path="design/flow/design.v">
module ALU(
    input [2:0] s,
    input [31:0] a,
    input [31:0] b,
    output reg [31:0] y,
    output reg zero
    );
    parameter ADD = 0, SUB = 1, AND = 2, OR = 3, XOR = 4, NOR = 5, SLT = 6;
    always @ (*)
    begin
      case (s)
        ADD:
        begin
            y = a + b;
            if (a + b == 0) 
                zero = 1;
            else
                zero = 0;
        end
        SUB:
        begin
            y = a + ~b + 32'd1;  
            if (a + ~b + 32'd1 == 0)
                zero = 1;  
            else
                zero = 0;  
        end
        AND:
        begin
            y = a & b;
            if (a & b == 0)
                zero = 1;
            else
                zero = 0;
        end
        OR:
        begin
            y = a | b;
            if (a | b == 0)
                zero = 1;
            else
                zero = 0;            
        end
        XOR:
        begin
            y = (~a & b) | (a & ~b);
            if (((a & b) | (~a & ~b)) == 0)
                zero = 1;
            else 
                zero = 0;
        end
        NOR:
        begin
            y = ~(a | b);
            if (~(a | b) == 0)
                zero = 1;
            else
                zero = 0;
        end
        SLT:
        begin
            if (a[31] == 0 && b[31] == 0) begin
                y = (a < b) ? 1 : 0;
                zero = (a < b) ? 0 : 1;
            end
            if (a[31] == 1 && b[31] == 1) begin
                y = (a < b) ? 1 : 0;
                zero = (a < b) ? 0 : 1;
            end
            if (a[31] == 0 && b[31] == 1) begin
                y = 0;
                zero = 1;
            end
            if (a[31] == 1 && b[31] == 0) begin
                y = 1;
                zero = 0;
            end
        end
        default: begin
            y = 0;
            zero = 0;
        end
      endcase
    end
endmodule
</file>
<file path="design/flow/run.sh">
#!/bin/bash
# OpenROAD 26Q1-2900-gdf79404cd8, Yosys 0.63+post, stock flow scripts
make -C /OpenROAD-flow-scripts/flow DESIGN_CONFIG=/design/flow/config.mk WORK_HOME=/design/flow/orfs finish
</file>
<file path="design/flow/config.mk">
export PLATFORM = sky130hd
export DESIGN_NAME = ALU
export DESIGN_NICKNAME = ALU
export VERILOG_FILES = /design/flow/design.v
export SDC_FILE = /design/flow/constraint.sdc
export NUM_CORES = 4
export LEC_CHECK = 1
export CORE_UTILIZATION = 50
</file>
<file path="design/flow/constraint.sdc">
current_design ALU

set clk_period 22.8
set clk_io_pct 0.2

create_clock -name clk0 -period $clk_period

set non_clock_inputs [all_inputs -no_clocks]
set_input_delay [expr $clk_period * $clk_io_pct] -clock clk0 $non_clock_inputs
set_output_delay [expr $clk_period * $clk_io_pct] -clock clk0 [all_outputs]
</file>
==> flow_metrics.tcl <==
# place-and-route summary
set metrics [dict create \
    grt_pass1_wl_mm 42.21 \
    clkPwrFrac_pct 0 \
    fp_util_pct 51.50 \
    track_usage_pct 39.63 \
    dp_hpwl_mm 22.00 \
    die_w_microns 119.3 \
    warnings 108 \
    cts_hold_buf 0 \
    untimed_endpoints 66 \
    p_sw_uw 127.6 \
    largest_area_cell "ha_1" \
    final_area_sq_um 7886 \
    relSlewSlack_pct 17.54 \
    grt_max_degree 93 \
    vias 7926 \
    seqPwrFrac_pct 1.6 \
    antenna_found_initial 2 \
    rows 42 \
    ant_nets 0 \
    yosys_warnings 1 \
    worst_slew_pin_slew_ns 1.232 \
    rsz0062_at_grt "no" \
    ys_async_sr_fraction_pct 0 \
    total_leakage_power_nw 3.289 \
    power_density_nw_per_um2 26.00 \
    vias_per_cell 6.465 \
    maxSlewViolCount 0 \
    pin_count 100 \
    avgSynthCellArea_sq_um 6.847 \
    p_int_uw 77.46 \
    place.gp.congestion 1.045 \
    die_area_sq_um 14220 \
    ys_chip_area_sq_um 6874 \
    max_freq_mhz 114.5 \
    drtIter0Drc 868 \
    cts_resized 0 \
    unclocked_pins 33 \
    drv_cap 0 \
    die.size.y_microns 119.3 \
    syn_inst 1004 \
    routed_wirelength_mm 27.62 \
    peakVddDrop_mv 0.01256 \
    fin_setup_tns_ns 0 \
    post-route-util_pct 59.08 \
    synth.area.top_cells "ha_1 (19%), a21oi_1 (7.7%), dlxtn_1 (7.2%), xnor2_1 (7.0%), inv_1 (5.1%)" \
    dpl-instance-area_sq_um 7886 \
    status "complete, no violations" \
    drive_above_1_share_pct 3.619 \
    synth_area_sq_um 6874 \
    sw_frac_of_total_pct 62.22 \
    portBuffers 100 \
    grt_overflow 0 \
    numSynthFlops 33 \
    postCtsSetupBuffers 0 \
    nFillCells 1343 \
    netlist-cell-type-count 82 \
    core_sq_um 13350 \
    ff_type "dlxtn_1" \
    finalSetupViolations 0 \
    first_pass_iters 5 \
    edf_count 0 \
    drc_errors 0 \
    p_comb_share_pct 98.4 \
    top_area_share_pct 19.29 \
    routedWlPerCell_microns 22.53 \
    grt_pass1_vias 7213 \
    hold_viol 0 \
    diodes 0 \
    area_growth_pct 14.73 \
    synth_stat.cells 1004 \
]
cells in the final DEF (no fill, tap or decap), drive strengths merged, types with 5 or more instances in the layout:
cell           count
or4                6
a21oi            107
o41ai              5
xnor2             55
ha               106
nand3             21
nor2b              9
nor3              20
o31ai             17
o211ai            10
a211o              8
a221o              8
clkdlybuf4s50     99
nand2             73
a31oi             10
a21o               7
buf                6
nor4b              5
o221ai            18
inv              100
or3                7
o31a               8
o21a               7
o21ai             57
or2                7
nor2              81
nor4              38
o21bai             9
nand4             18
dlxtn             33
a22oi             14
a221oi            20
layout make-up:
| class | instances | area, sq um | share of cell area (%) |
|---|---|---|---|
| multi-input cells | 810 | 5754 | 72.97 |
| repair buffers | 105 | 1033 | 13.10 |
| flip-flops and latches | 33 | 495.5 | 6.283 |
| inverters | 102 | 382.9 | 4.855 |
| well taps | 176 | 220.2 | 2.792 |
synth_stat cells (all sizes together), types with 20 or more instances:
master	instances
nor4	38
nand3	21
o21ai	57
xnor2	55
nor2	81
ha	106
a221oi	20
nand2	73
nor3	20
a21oi	107
clkbuf	41
inv	100
dlxtn	33
routing by layer:
layer	track usage [%]	routed length, microns	share of wire [%]
met4	10.36	848	3.1
met2	57.38	11410	41
met1	56.23	11860	43
met3	12.96	3483	13
met5	0	13	0.047
cell families (layout without fill, tap and decap cells):
| kind of cell | count (synthesis) | count (layout) | share of synthesized area (%) |
|---|---|---|---|
| buffers and inverters | 161 | 207 | 9.301 |
| latches | 33 | 33 | 7.208 |
| muxes | 4 | 4 | 0.6007 |
| and+or+nand+nor | 301 | 301 | 21.91 |
| AOI/OAI and AO/OA | 341 | 341 | 33.96 |
| xor gates and xnor gates | 56 | 56 | 7.135 |
| adders and majority gates | 108 | 108 | 19.88 |
stage by stage:
| step | instances | total power, mW |
|---|---|---|
| after floorplan | 1004 | 0.1371 |
| after global placement | 1226 | 0.1991 |
| after detailed placement | 1226 | 0.1978 |
| after CTS | 1226 | 0.1991 |
| after global routing | 1226 | 0.2201 |
| final | 1226 | 0.2051 |
power groups by stage:
| stage | registers [mW] | clock network, mW | logic, mW |
|---|---|---|---|
| CTS | 0.00319 | 0 | 0.196 |
| global route | 0.00321 | 0 | 0.217 |
| finish | 0.00318 | 0 | 0.202 |
state kept, by name, indices dropped and copies added (netlist names):
register and flops:
y 32, zero 1
No activity file was given, so power comes from the tool's default toggle rates.
